==> flow/design.v <==
`timescale 1ns / 1ps
module Register(
    input clk,
    input reset,
    input write_enable,
    input wire[2:0] read_addr1,
    input wire[2:0] read_addr2,
    input wire[2:0] write_addr,
    input [7:0] data_in,
    output reg [7:0] data_out1,
    output reg [7:0] data_out2
);
reg [7:0] regs [0:7];
always @(posedge clk or posedge reset) begin
    if(reset) begin
        regs[0] <= 8'b0;
        regs[1] <= 8'b0;
        regs[2] <= 8'b0;
        regs[3] <= 8'b0;
        regs[4] <= 8'b0;
        regs[5] <= 8'b0;
        regs[6] <= 8'b0;
        regs[7] <= 8'b0;
    end
    else if(write_enable && write_addr != 3'b110) begin
        regs[write_addr] <= data_in;
    end
end
always @(*) begin
    data_out1 <= regs[read_addr1];  
    data_out2 <= regs[read_addr2];
end
endmodule
==> flow/run.sh <==
#!/bin/bash
# OpenROAD 26Q1-2900-gdf79404cd8, Yosys 0.63+post, stock flow scripts
make -C /OpenROAD-flow-scripts/flow DESIGN_CONFIG=/design/flow/config.mk WORK_HOME=/design/flow/orfs finish
==> flow/config.mk <==
export PLATFORM = sky130hd
export DESIGN_NAME = Register
export DESIGN_NICKNAME = Register
export VERILOG_FILES = /design/flow/design.v
export SDC_FILE = /design/flow/constraint.sdc
export NUM_CORES = 4
export LEC_CHECK = 1
export CORE_UTILIZATION = 50
==> flow/constraint.sdc <==
current_design Register

set clk_period 1.7
set clk_io_pct 0.2

create_clock -name clk0 -period $clk_period [get_ports {clk}]

set non_clock_inputs [all_inputs -no_clocks]
set_input_delay [expr $clk_period * $clk_io_pct] -clock clk0 $non_clock_inputs
set_output_delay [expr $clk_period * $clk_io_pct] -clock clk0 [all_outputs]
==> impl_metrics.ini <==
; implementation run metrics
[final_layout]
top_regs = regs x64
logic_area_um2 = 1920
design_area_um2 = 4960
largest_register = regs
stdcell_count = 505
regArea_um2 = 1600
nFillCells = 424
area_delta_synth_final_pct = 40.5
drive_gt1_share_pct = 51.6
largest_register_ff_count = 64

[logic_synthesis]
ys_sh_adder_pct = 0
synth-main-ff-cell = dfrtp_1
edf_count = 0
synthCells = 305
yosys_warnings = 2
compound_area_share_pct = 14.2
synth_flops = 64
synth_area_leader_cell = dfrtp_1
mux_share_pct = 23.6
yosys-top-cells-area = dfrtp_1, mux2_2, mux2i_1
yosysUniqueCellTypes = 38
top_area_share_pct = 45.3
synth.avg_cell_area_um2 = 11.6
ys_sh_simple_pct = 12.0
logic_family = multiplexers
yosysSeqAreaShare_pct = 45.3
ys_area_um2 = 3530
xor_share_pct = 0
async_flop_share_pct = 100
syn-cell-area_um2 = 3530
ys_cells = 305

[timing]
maxClockFrequency_mhz = 525
fin_worst_skew_ns = 0
finalWorstPathRequiredPeriod_ns = 1.90
tightest_slew_ns = 0.384
grt_setup_unrepaired = yes
setup_viol = 16
finalClockPeriodUsage_pct = 112
final_hold_viol_count = 0
slew-limit-headroom_pct = 74.3
fin_ws_ns = -0.203
slew_violations = 0

[routing]
drcViolationCount = 0
wl_um = 9800
drt-vias-per-instance = 5.81
met3_length_um = 757
highest_layer = met4
post_drt_wl_per_cell_um = 19.4
route.antenna.diode_count = 0
drtIter0Drc = 158
num_vias = 2936
dr_wl_met2_um = 4500
drt-met1-wl_um = 4250
ant_nets = 0
drt_pass1_iterations = 5

[status]
violations = setup timing
status = finished with violations

[critical_path]
path_cells = buf_4 > or3b_4 > a31oi_1 > or3_1 > buf_2
cp_slowest_cell = dfrtp_1
arrival_ns = 1.56
path_class = reg2out
endpoint_kind = output port
cp-start-kind = flip-flop
r2r_slack_ns = 0.72
critPathBufInv = 2
cpLargestDelayFamily = simple AND/OR/NAND/NOR gates
max_stage_delay_ns = 0.39
required_ns = 1.36
crit_fanout = 2

[clock_network]
clock_sinks = 64
cts_buffers = 9
cts_tree = done
cts_root_buffer = clkbuf_8
clk_latency_ns = 0.34
clk_pin_slew_ns = 0.08
htreeDepth = 3
clockBufferDepth = 2

[placement]
gp_congestion = 0.883
hpwl_um = 6190
post-place-ws_ns = -0.887
place_inst = 454
numPortBuffers = 35
postPlaceCellArea_um2 = 4300

[global_routing]
grt_use_total_pct = 29.6
grt_max_degree = 65
antenna_found_initial = 0
grt_pass1_vias = 2950
grt_pass1_wl_um = 15700
grt_overflow = 0

[floorplan]
die_area_um2 = 7400
fp_util_pct = 52.0
io_pins = 36
die_y_um = 86.1
num_rows = 30
dieWidth_um = 86.1
core_area_um2 = 6790

[run]
openroad.warnings = 28
max_cap_violations = 0

[min_path]
hold_class = reg2reg

[power_and_ir_drop]
power.density_nw_per_um2 = 920
leakage_nw = 2.19
ir_worst_vdd_uv = 630
power.total_w = 0.00457
==> worst reg2reg max path: stages, from the launching register on <==
cell and delay (ns):
dfrtp_1 0.39, buf_6 0.12, buf_4 0.12, mux2_2 0.25
==> cells in the mapped netlist (3+ instances only) <==
library cell	count
a211oi_1	5
a21oi_1	7
a22o_1	11
buf_2	14
clkbuf_1	12
dfrtp_1	64
inv_1	11
mux2_2	57
mux2i_1	17
nand2_1	14
nand2b_1	4
nor2_1	6
nor2b_1	12
nor3b_1	4
o22ai_1	8
o32a_1	13
o32ai_1	12
or3_1	3
==> area by class of cell <==
type	count	area share, %
multi-input cells	201	38.7
inverters	11	0.908
repair buffers	117	22.0
clock buffers	10	2.77
flip-flops and latches	64	32.3
well taps	96	2.42
clock inverters	6	0.883
==> layout by cell type, fill, tap and decap left out, drive strengths merged, types with 7 or more instances in the layout <==
| cell | count |
|---|---|
| o32a | 13 |
| a21oi | 7 |
| buf | 103 |
| o22ai | 8 |
| nand2 | 14 |
| mux2i | 17 |
| clkdlybuf4s50 | 13 |
| dfrtp | 64 |
| nor2b | 12 |
| a22o | 11 |
| mux2 | 57 |
| clkbuf | 10 |
| inv | 11 |
| o32ai | 12 |
==> report_power, final <==
| part | internal (W) | switching [W] | total [W] |
|---|---|---|---|
| logic | 0.000825 | 0.000493 | 0.00132 |
| clock network | 0.000573 | 0.000622 | 0.00120 |
| registers | 0.00182 | 0.000237 | 0.00205 |
==> repair_timing <==
| item | in CTS | in global routing |
|---|---|---|
| pin swaps | 41 | 21 |
| gates resized | 138 | 5 |
| setup buffers | 33 | 1 |
| cloned | 1 | 0 |
| hold buffers | 0 | 0 |
| endpoints found under the setup margin | 16 | 16 |
==> metrics by stage <==
stage / util (%) / TNS, ns / hold slack [ns]
after floorplan: - / 0 / 0.446
after global placement: 63.4 / -18.03 / 0.388
after detailed placement: 63.4 / -18.73 / 0.391
after CTS: 72.6 / -2.15 / 0.408
after global routing: 73.0 / -2.73 / 0.417
final: 73.0 / -1.78 / 0.403
==> metal layers <==
layer	up-vias	track usage [%]
met4	0	6.36
li1	1340	-
met3	24	8.50
met2	127	44.2
met5	-	0
met1	1445	45.2
==> logic make-up after synthesis <==
| kind of cell | count (synthesis) |
|---|---|
| DFF | 64 |
| muxes | 75 |
| buffers and inverters | 40 |
| AOI/OAI and AO/OA | 62 |
| and+or+nand+nor | 64 |
==> worst paths after layout <==
check | from | endpoint | depth (start not counted)
setup / recovery | regs[4][0] | data_out1[0] | 5
hold / removal | regs[6][4] | regs[6][4] | 0
min in group asynchronous | reset | regs[5][5] | 3
max in group asynchronous | reset | regs[2][0] | 3
setup reg to reg | regs[2][7] | regs[2][7] | 3
hold reg to reg | regs[6][4] | regs[6][4] | 0
