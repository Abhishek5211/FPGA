===== design/flow/design.v =====
`timescale 1ns / 1ps
module ALU (
    input alu_enable,
    input [7:0] Acc, Operand, Flag,
    input [4:0] opcode,
    output reg [7:0] result,
    output reg [7:0] flags,
    output reg read_flags
);
    parameter CY_FLAG = 0;
    parameter ZERO_FLAG = 6;
    parameter SIGN_FLAG = 7;
    parameter PARITY_FLAG = 2;
    parameter AUX_CY_FLAG = 4;
    reg [8:0] temp_val;
    wire zero_flag,sign_flag, parity_flag, aux_carry_flag, carry_flag;
    assign zero_flag = (result == 8'b0);
    assign sign_flag = result[7];
    assign parity_flag = ~^result[7:0]; 
    assign aux_carry_flag = (Acc[3:0] + Operand[3:0] > 4'hF) || (Acc[3:0] - Operand[3:0] < 0); 
    assign carry_flag = flags[CY_FLAG]; 
    always @(*) begin
        result = 8'h00;    
        flags = 8'b0;      
        read_flags = 1;   
        if (alu_enable) begin
            case (opcode)
                5'b00000: begin   
                    result = Acc & Operand;
                end
                5'b00001: begin   
                    result = ~Acc;   
                end
                5'b00010: begin   
                    result = Acc | Operand;
                end
                5'b00011: begin   
                    result = Acc ^ Operand;
                end
                5'b00100: begin   
                    temp_val = Acc + Operand;
                    result = temp_val[7:0];
                    flags[CY_FLAG] = temp_val[8];   
                end
                5'b00101: begin   
                    temp_val = Acc + Operand + flags[CY_FLAG];
                    result = temp_val[7:0];
                    flags[CY_FLAG] = temp_val[8];   
                end
                5'b00110: begin   
                    temp_val = Acc - Operand;
                    result = temp_val[7:0];
                    flags[CY_FLAG] = temp_val[8];  
                end
                5'b00111: begin   
                    temp_val = Acc - Operand - flags[CY_FLAG];
                    result = temp_val[7:0];
                    flags[CY_FLAG] = temp_val[8];   
                end
                5'b01000: begin   
                    temp_val = Acc + 1;
                    result = temp_val[7:0];
                    flags[CY_FLAG] = temp_val[8];   
                end
                5'b01001: begin   
                    temp_val = Acc - 1;
                    result = temp_val[7:0];
                    flags[CY_FLAG] = temp_val[8];   
                end
                5'b01010: begin   
                    result = {Acc[6:0], Acc[7]};  
                    flags[CY_FLAG] = Acc[7];     
                end
                5'b01011: begin   
                    result = {Acc[0], Acc[7:1]};  
                    flags[CY_FLAG] = Acc[0];      
                end
                5'b01100: begin   
                    result = {flags[CY_FLAG], Acc[7:1]}; 
                    flags[CY_FLAG] = Acc[7];     
                end
                5'b01101: begin   
                    result = {Acc[0], Acc[7:1]};   
                    flags[CY_FLAG] = Acc[0];      
                end
                5'b01110: begin   
                    temp_val = Acc - Operand;
                    flags[CY_FLAG] = temp_val[8]; 
                    flags[ZERO_FLAG] = (temp_val[7:0] == 8'b0);  
                    flags[SIGN_FLAG] = temp_val[7];  
                    flags[PARITY_FLAG] = ~^temp_val[7:0]; 
                    flags[AUX_CY_FLAG] = aux_carry_flag;  
                    result = 8'hFF;   
                end
                default: begin
                    result = 8'h00;   
                end
            endcase
            if (opcode != 5'b01110) begin   
                flags[ZERO_FLAG] = zero_flag;
                flags[SIGN_FLAG] = sign_flag;
                flags[PARITY_FLAG] = parity_flag;
                flags[AUX_CY_FLAG] = aux_carry_flag;
            end
        end
    end
endmodule

===== design/flow/run.sh =====
#!/bin/bash
# OpenROAD 26Q1-2900-gdf79404cd8, Yosys 0.63+post, stock flow scripts
make -C /OpenROAD-flow-scripts/flow DESIGN_CONFIG=/design/flow/config.mk WORK_HOME=/design/flow/orfs finish

===== design/flow/config.mk =====
export PLATFORM = sky130hd
export DESIGN_NAME = ALU
export DESIGN_NICKNAME = ALU
export VERILOG_FILES = /design/flow/design.v
export SDC_FILE = /design/flow/constraint.sdc
export NUM_CORES = 4
export LEC_CHECK = 1
export CORE_UTILIZATION = 30

===== design/flow/constraint.sdc =====
current_design ALU

set clk_period 9.2
set clk_io_pct 0.2

create_clock -name clk0 -period $clk_period

set non_clock_inputs [all_inputs -no_clocks]
set_input_delay [expr $clk_period * $clk_io_pct] -clock clk0 $non_clock_inputs
set_output_delay [expr $clk_period * $clk_io_pct] -clock clk0 [all_outputs]

==> results.md <==
| Parameter | This run |
|---|---|
| Run status | completed |
| Iteration tally of the first detailed-router pass | 5 |
| Relative slew slack | 50.4% |
| Final critical-path required period | 7750 ps |
| Core area | 7290 um^2 |
| Wire length of the first global-routing pass | 10,900 um |
| Final hold violation count | 0 |
| Cells after DPL | 427 |
| Final setup violation count | 0 |
| Crit path arrival time | 5910 ps |
| Post-detailed-route DRC marker count | 0 |
| Largest fanout on the critical path | 11 |
| Setup TNS after final layout | 0 ps |
| Power Density | 57.3 nW/um^2 |
| Cell-internal power | 0.0000676 W |
| Fraction of the core area covered by cells at the end of the flow | 35.7% |
| IO buf count | 34 |
| Maximum vdd drop | 0.0000398 V |
| Final Cycle Share | 84.3% |
| Cell type contributing the most total cell area after synthesis | ha_1 |
| Number of distinct standard cells referenced by the synthesized netlist | 71 |
| Portion of total power attributed to combinational logic | 100.0% |
| Chip Height | 89.1 um |
| Achievable frequency | 0.129 GHz |
| Leftover overflow at the end of global routing | 0 |
| Count of fill cells added during filler insertion | 814 |
| Synth top area cells | ha_1 (19%), xnor2_1 (7.7%), nor2_1 (4.6%), buf_4 (4.0%), inv_1 (4.0%) |
| Net switching fraction of the power | 54.7% |
| Static leakage power | 1.02 nW |
| Post-CTS Setup Bufs | 0 |
| RSZ-0062 raised after global routing | no |
| Type of the worst setup path | in -> out |
| Initial standard-cell utilization of the core | 31.2% |
| Seq pwr share | 0% |
| Synthesized area divided by synthesized cell count | 7.23 um^2 |
| Fraction of layout instances using a drive strength above 1 | 7.62% |
| Number of antenna violations at the first check in global routing | 0 |
| Registers | 0 |
| Layout area overhead | 14.3% |
| Number of cell rows | 31 |
| Wirelength, routed | 6700 um |
| Count of clock-net buffers in the final layout | 0 |
| Clock share of power | 0% |
| Kind of start point of the critical path | input port |
| Post-place instance area | 2600 um^2 |
| 1st-iter DRT viols | 184 |
| Tool warnings | 57 |
| Via count of the first global-routing pass | 2,117 |
| Final Max-Slew Violation Tally | 0 |
| Number of routed nets with antenna violations | 0 |
| DP Worst Slack | 1460 ps |
| Max-Cap Viols | 0 |
| Req. time, crit path | 7360 ps |
| FF/Latch Area | 0 um^2 |
| Fin area | 2600 um^2 |
| Number of hold buffers added after cts | 0 |
| Overall via count from detail_route | 2,353 |
| Sequential element share of the synthesized area | 0% |
| NetSw | 0.0000816 W |
| Count of mapped cells out of synthesis | 315 |
| Via density per instance | 5.51 |
| Type of destination of the critical path | primary output |
| Pin count of the biggest net entering global routing | 25 |
| I/O pin count | 47 |
| Class of the worst hold path | in -> out |
| Cell count listed in synth_stat.txt | 315 |
| Floorplan die width | 89.1 um |
| Logic area | 2020 um^2 |
| Routed wire per std cell | 15.7 um |
| Final worst setup slack | 1450 ps |
| Antenna fix cells | 0 |
| Yosys warning total | 1 |
| RePlAce Congestion | 0.906 |
| Transition time at the pin with the least slew margin | 741 ps |
| Area share of the leading cell type in the synthesized netlist | 18.7% |
| Total of cells resized after clock tree synthesis | 0 |
| Mapped cell area | 2280 um^2 |
| DIE AREA | 7940 um^2 |
| Detailed Place HPWL | 5310 um |
| Synthesized chip area reported by yosys | 2280 um^2 |
| Non-filler instance count after layout | 427 |
| GRT Resource Usage Total | 17.9% |
==> logic make-up (layout without fill, tap and decap cells) <==
| family | Yosys count | in the layout | synth area share (%) |
|---|---|---|---|
| AND-OR/OR-AND | 86 | 86 | 27.8 |
| other | 2 | 5 | 0.330 |
| adder cells (fa/ha/maj) | 36 | 36 | 20.5 |
| XOR/XNOR | 24 | 24 | 9.24 |
| buffers and inverters | 53 | 63 | 11.8 |
| AND/OR/NAND/NOR | 104 | 104 | 24.8 |
| multiplexers | 10 | 10 | 5.55 |
==> metal layers <==
metal  up-vias  share of wire, %  GRT usage, %
li1       1153                 -             -
met1      1099                50          29.1
met2        97                43          27.1
met3         4               6.7          1.50
met4         0              0.30         0.722
met5         -                 0             0
==> final cells by class <==
type                            instances  area share, %
Timing Repair Buffer                   37           13.9
Tap cell                               99           4.76
Inverter                               26           3.75
Multi-Input combinational cell        265           77.5
==> power groups by stage <==
stage | registers [W] | logic [W] | clock network, W
CTS | 0 | 0.000149 | 0
global route | 0 | 0.000168 | 0
finish | 0 | 0.000149 | 0
==> placed cells by master (no fill, tap or decap), types with 4 or more instances in the layout <==
cell / instances
or3_1: 4
xnor2_1: 20
a21oi_1: 16
o21ai_1: 5
conb_1: 5
nand4_1: 5
o31ai_1: 4
nor3_1: 11
nor4_1: 4
o21ai_0: 16
a31oi_1: 5
mux2i_1: 7
nor2_1: 28
ha_1: 34
nand2_1: 21
clkdlybuf4s50_1: 34
xor2_1: 4
inv_1: 24
and3_1: 4
==> path summary, 6_finish.rpt <==
kind                       start       end  slack [ps]  cells after the start
worst max-delay path      Acc[2]  flags[2]        1450                     16
worst min-delay path  alu_enable  flags[7]        4800                      4
==> Yosys cell counts (3+ instances only) <==
| library cell | instances |
|---|---|
| a21oi_1 | 16 |
| a31oi_1 | 5 |
| and3_1 | 4 |
| buf_2 | 8 |
| buf_4 | 12 |
| clkbuf_1 | 5 |
| ha_1 | 34 |
| inv_1 | 24 |
| mux2i_1 | 7 |
| nand2_1 | 21 |
| nand3b_1 | 3 |
| nand4_1 | 5 |
| nor2_1 | 28 |
| nor2b_1 | 3 |
| nor3_1 | 11 |
| nor4_1 | 4 |
| o21ai_0 | 16 |
| o21ai_1 | 5 |
| o31ai_1 | 4 |
| or2_1 | 3 |
| or3_1 | 4 |
| xnor2_1 | 20 |
| xor2_1 | 4 |
==> critical path: stages <==
cell and delay (ps):
clkdlybuf4s50_1 750, inv_1 140, ha_1 520, nor3_4 70
nor3_1 540, o31ai_4 130, xnor2_1 180, or2_1 260
a31o_1 180, ha_1 300, xor2_1 170, xnor2_1 130
nor2_1 90, a21oi_1 50, nor2_1 110, clkdlybuf4s50_1 460
==> metrics by stage <==
step | hold WS [ps] | total power (W)
3_5_place_dp | 4770 | 0.000147
3_3_place_gp | 4800 | 0.000147
6_report | 4800 | 0.000149
2_1_floorplan | 3780 | 0.000107
4_1_cts | 4780 | 0.000149
5_1_grt | 4840 | 0.000168
Power and IR drop assume default switching activity.
