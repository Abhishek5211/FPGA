$ cat /design/flow/constraint.sdc
current_design ControlUnit

set clk_period 3.1
set clk_io_pct 0.2

create_clock -name clk0 -period $clk_period [get_ports {clk}]

set non_clock_inputs [all_inputs -no_clocks]
set_input_delay [expr $clk_period * $clk_io_pct] -clock clk0 $non_clock_inputs
set_output_delay [expr $clk_period * $clk_io_pct] -clock clk0 [all_outputs]
$ cat /design/flow/design.v
`timescale 1ns / 1ps
module ControlUnit(
    input  wire        clk,
    input  wire        rst,
    input  wire        decoder_reg_write,
    input  wire        decoder_mem_read,
    input  wire        decoder_mem_write,
    input  wire        decoder_use_alu,
    input  wire        decoder_use_immediate,
    input  wire        decoder_is_branch,
    input  wire [3:0]  decoder_branch_type,
    input  wire        decoder_halt,
    input  wire [1:0]  decoder_inst_length,
    input  wire [2:0]  decoder_src_reg,
    input  wire [2:0]  decoder_dst_reg,
    input  wire [4:0]  decoder_alu_op,
    input  wire [7:0]  mem_out,
    input  wire [7:0]  FLAGS,
    input  wire        decoder_is_mov,
    output reg         pc_enable,
    output reg         ir_load,
    output reg         mar_load,
    output reg         mar_sel_wz,
    output reg         mem_read,
    output reg         mem_write,
    output reg         reg_write,
    output reg         alu_enable,
    output reg  [2:0]  latched_src_reg,
    output reg  [2:0]  latched_dst_reg,
    output reg  [4:0]  latched_alu_op,
    output reg  [7:0]  W,
    output reg  [7:0]  Z,
    output reg         latched_use_imm,
    output reg         latch_is_mov,
    output reg         latched_is_branch
);
    localparam [2:0] FETCH = 3'b000, DECODE = 3'b001, FETCH_OP1 = 3'b010,
                     FETCH_OP2 = 3'b011, MEM_RD = 3'b100, EXEC = 3'b101,
                     WB = 3'b110, HALT = 3'b111;
    parameter CARRY_F  = 0;
    parameter PARITY_F = 2;
    parameter AUXC_F   = 4;
    parameter ZERO_F   = 6;
    parameter SIGN_F   = 7;
    reg [2:0] state;
    reg [2:0] t_state;
    reg latched_reg_write, latched_mem_read, latched_mem_write, latched_use_alu;
    reg latched_halt;
    reg [1:0] latched_inst_len;
    reg [3:0] latched_branch_type;
    always @(posedge clk or posedge rst) begin
        if (rst) begin
            state <= FETCH;
            t_state <= 0;
            {pc_enable, ir_load, mar_load, mar_sel_wz, mem_read, mem_write, reg_write, alu_enable, 
             latched_inst_len, latched_src_reg, latched_dst_reg, latched_alu_op, latch_is_mov} <= 0;
            latched_use_imm <= 0;
            latched_branch_type <= 0;
        end else begin
            case (state)
                FETCH: begin
                    case (t_state)
                        3'd0: begin mar_sel_wz <= 0; mar_load <= 1; end
                        3'd2: begin mem_read <= 1; end
                        3'd4: begin ir_load <= 1; pc_enable <= 1; end
                        3'd5: begin pc_enable <= 0; end
                    endcase
                    if (t_state == 3'd5) begin
                        state <= DECODE;
                        t_state <= 0;
                    end else begin
                        t_state <= t_state + 1;
                    end
                end
                DECODE: begin
                    latched_reg_write <= decoder_reg_write;
                    latched_mem_read  <= decoder_mem_read;
                    latched_mem_write <= decoder_mem_write;
                    latched_use_alu   <= decoder_use_alu;
                    latched_use_imm   <= decoder_use_immediate;
                    latched_is_branch <= decoder_is_branch;
                    latched_halt      <= decoder_halt;
                    latched_inst_len  <= decoder_inst_length;
                    latched_src_reg   <= decoder_src_reg;
                    latched_dst_reg   <= decoder_dst_reg;
                    latched_alu_op    <= decoder_alu_op;
                    latch_is_mov      <= decoder_is_mov;
                    latched_branch_type <= decoder_branch_type;
                    if (decoder_halt) state <= HALT;
                    else if (decoder_inst_length == 2'd2) state <= FETCH_OP1;
                    else if (decoder_inst_length == 2'd3) state <= FETCH_OP1;
                    else if (decoder_mem_read) state <= MEM_RD;
                    else if (decoder_use_alu) state <= EXEC;
                    else state <= WB;
                    t_state <= 0;
                end
                FETCH_OP1: begin
                    case (t_state)
                        3'd0: begin mar_sel_wz <= 0; mar_load <= 1; end
                        3'd2: begin mem_read <= 1; end
                        3'd4: begin Z <= mem_out; pc_enable <= 1; end
                        3'd5: pc_enable <= 0;
                    endcase
                    if (t_state == 3'd5) begin
                        if (latched_inst_len == 2'd2)
                            state <= (latched_use_alu ? EXEC : WB);
                        else
                            state <= FETCH_OP2;
                        t_state <= 0;
                    end else begin
                        t_state <= t_state + 1;
                    end
                end
                FETCH_OP2: begin
                    case (t_state)
                        3'd0: begin mar_sel_wz <= 0; mar_load <= 1; end
                        3'd2: begin mem_read <= 1; end
                        3'd4: begin W <= mem_out; pc_enable <= 1; end
                        3'd5: pc_enable <= 0;
                    endcase
                    if (t_state == 3'd5) begin
                        if (latched_is_branch) begin
                            case (latched_branch_type)
                                4'b0000: mar_sel_wz <= 1;
                                4'b0001: if (FLAGS[ZERO_F]) mar_sel_wz <= 1;
                                4'b0010: if (!FLAGS[ZERO_F]) mar_sel_wz <= 1;
                                4'b0011: if (FLAGS[CARRY_F]) mar_sel_wz <= 1;
                                4'b0100: if (!FLAGS[CARRY_F]) mar_sel_wz <= 1;
                                4'b0101: if (!FLAGS[SIGN_F]) mar_sel_wz <= 1;
                                4'b0110: if (FLAGS[SIGN_F]) mar_sel_wz <= 1;
                                4'b0111: if (FLAGS[PARITY_F]) mar_sel_wz <= 1;
                                4'b1000: if (!FLAGS[PARITY_F]) mar_sel_wz <= 1;
                            endcase
                        end
                    end
                    if (t_state == 3'd7) begin
                        if (latched_is_branch) begin
                            state <= FETCH;
                        end else begin
                            state <= (latched_mem_read ? MEM_RD : EXEC);
                        end
                        t_state <= 0;
                    end else begin
                        t_state <= t_state + 1;
                    end
                end
                MEM_RD: begin
                    case (t_state)
                        3'd0: begin mar_sel_wz <= 1; mar_load <= 1; end
                        3'd3: begin mem_read <= 1; end
                        3'd4: Z <= mem_out;
                    endcase
                    if (t_state == 3'd4) begin
                        state <= (latched_use_alu ? EXEC : WB);
                        t_state <= 0;
                    end else begin
                        t_state <= t_state + 1;
                    end
                end
                EXEC: begin
                    case (t_state)
                        3'd0: alu_enable <= 1;
                    endcase
                    if (t_state == 3'd0) begin
                        state <= WB;
                        t_state <= 0;
                    end else begin
                        t_state <= t_state + 1;
                    end
                end
                WB: begin
                    reg_write <= latched_reg_write;
                    mem_write <= latched_mem_write;
                    if (t_state == 3'd1) begin
                        state <= FETCH;
                        t_state <= 0;
                        {pc_enable, ir_load, mar_load, mar_sel_wz, mem_read, mem_write, reg_write, alu_enable,
                         latched_inst_len, latched_src_reg, latched_dst_reg, latched_alu_op, latch_is_mov} <= 0;
                        latched_use_imm <= 0;
                        latched_branch_type <= 0;
                    end else begin
                        t_state <= t_state + 1;
                    end
                end
                HALT: begin
                    pc_enable <= 0;
                end
                default: begin
                    state <= FETCH;
                    t_state <= 0;
                    {pc_enable, ir_load, mar_load, mar_sel_wz, mem_read, mem_write, reg_write, alu_enable,
                     latched_inst_len, latched_src_reg, latched_dst_reg, latched_alu_op, latch_is_mov} <= 0;
                    latched_use_imm <= 0;
                    latched_branch_type <= 0;
                end
            endcase
        end
    end
endmodule
$ cat /design/flow/config.mk
export PLATFORM = sky130hd
export DESIGN_NAME = ControlUnit
export DESIGN_NICKNAME = ControlUnit
export VERILOG_FILES = /design/flow/design.v
export SDC_FILE = /design/flow/constraint.sdc
export NUM_CORES = 4
export LEC_CHECK = 1
export CORE_UTILIZATION = 30
$ cat /design/flow/run.sh
#!/bin/bash
# OpenROAD 26Q1-2900-gdf79404cd8, Yosys 0.63+post, stock flow scripts
make -C /OpenROAD-flow-scripts/flow DESIGN_CONFIG=/design/flow/config.mk WORK_HOME=/design/flow/orfs finish
==> results.py <==
# Physical implementation metrics
metrics = {
    "status": {
        "outcome": "complete, no violations",
    },
    "timing": {
        "rsz0062_at_grt": "false",
        "max_clock_freq_ghz": 0.527,
        "fin_setup_tns_ns": 0,
        "setup_viol": 0,
        "fin_hold_ws_ns": 0.455,
        "finalMaxSlewViolations": 0,
        "tightest_slew_ns": 0.799,
        "hold_viol_final": 0,
        "relSlewSlack": 0.467,
        "min_period_over_period": 0.612,
        "final.setup_skew_ns": 0.00971,
        "min_period_ns": 1.90,
        "setup_slack_ns": 1.20,
    },
    "place": {
        "dp.cells": 410,
        "portBuffers": 76,
        "post_dp_cell_area_sq_um": 3460,
        "dpl.hpwl_um": 3870,
        "gp_congestion": 0.809,
        "dp_slack_ns": 1.12,
    },
    "power": {
        "seqPwrFrac": 0.425,
        "leakagePower_nw": 1.55,
        "internal_power_mw": 2.02,
        "switchingPower_uw": 973,
        "p_comb_frac": 0.353,
        "p_per_area_nw_per_um2": 822,
        "p_sw_frac": 0.325,
        "vdd_drop_max_uv": 322,
        "totalPowerFinal_mw": 3.00,
        "p_clk_frac": 0.222,
    },
    "cells_and_area": {
        "top_regs": "W: 8 flops, Z: 8 flops, state: 8 flops",
        "areaGrowthSynthToFinish_pct": 39.1,
        "multiInputGateArea_sq_um": 922,
        "fillCellCount": 796,
        "regArea_sq_um": 1580,
        "final_util": 0.437,
        "instances_no_fill": 426,
        "drive_gt1_frac": 0.0717,
        "design_area_sq_um": 3640,
    },
    "global_route": {
        "overflow": 0,
        "grt_max_degree": 39,
        "track_usage": 0.141,
        "grt_pass1_vias": 2083,
        "antenna_found_initial": 0,
        "grt_pass1_wl_um": 9840,
    },
    "synth": {
        "ys_sh_aoi": 0.109,
        "mux_share": 0.00430,
        "synth_area_sq_um": 2620,
        "synthSimpleGateAreaFrac": 0.210,
        "avgSynthCellArea_sq_um": 11.1,
        "most_common_cell": "nand2_1",
        "yosysTopAreaCell": "dfrtp_1",
        "xor_share": 0,
        "yosys-top-cells-count": "47 x nand2_1, 37 x dfrtp_1, 21 x edfxtp_1, 21 x nand3_1, 11 x inv_1",
        "ys_top_logic_family": "simple AND/OR/NAND/NOR gates",
        "synth-edff-count": 21,
        "netlist_instances": 237,
        "yosysTopAreaCellShare": 0.353,
        "ys_warn_count": 1,
        "flop_cell": "dfrtp_1",
        "ys_area_sq_um": 2620,
        "ys_async_sr_fraction": 0.644,
        "numSynthFlops": 59,
        "ys_seq_share": 0.604,
        "ys_types": 44,
        "synthAdderAreaFrac": 0.0287,
        "top_cells_by_area": "dfrtp_1 35%, edfxtp_1 24%, nand2_1 6.7%",
        "yosysCellCount": 237,
    },
    "flow_run": {
        "tool_warnings": 33,
        "maxCapViolCount": 0,
    },
    "clock_tree": {
        "cts_setup_buffers": 0,
        "cts_max_path_buffers": 2,
        "cts-hold-fix-buffers": 0,
        "clkSinkCount": 59,
        "cts_buffers": 9,
        "cts_resized": 0,
        "h-tree-depth": 3,
        "clk_latency_ns": 0.33,
        "clk_pin_slew_ns": 0.07,
        "cts_tree": "yes",
        "cts_root_buf": "clkbuf_8",
    },
    "route": {
        "wl_um": 5780,
        "vias_per_cell": 4.82,
        "initialDrtViolationCount": 92,
        "first_pass_iters": 4,
        "ant_nets": 0,
        "post-route-drc-count": 0,
        "wire_per_inst_um": 13.6,
        "num_vias": 2052,
        "antenna_cells": 0,
    },
    "floorplanning": {
        "rows": 33,
        "ios": 81,
        "core_area_sq_um": 8340,
        "die_w_um": 95.5,
        "die-area_sq_um": 9110,
        "die_y_um": 95.5,
        "fp_util": 0.314,
    },
    "critical_path": {
        "cp_max_fo": 5,
        "worst_setup_path_start_kind": "flip-flop",
        "cpPeakStageDelay_ns": 0.50,
        "path_cells": "clkdlybuf4s50_1",
        "crit_arrival_ns": 1.28,
        "path_delay_family": "buffers and inverters",
        "worstReg2RegStart": "t_state[0]",
        "crit_buf_inv": 1,
        "crit_start": "latched_is_branch",
        "critPathKind": "reg -> out",
        "critPathCaptureType": "primary output",
        "required_ns": 2.48,
        "worst_path_max_delay_cell": "clkdlybuf4s50_1",
    },
    "min_path": {
        "min_path_type": "reg -> reg",
        "worstHoldStart": "latched_mem_write",
    },
}
-- cells by family after synthesis --
logic type                 Yosys count
DFF                                 59
muxes                                1
adders and majority gates            6
buffers and inverters               22
and+or+nand+nor                    107
AOI/OAI and AO/OA                   42
-- layout by cell type, fill, tap and decap left out, drive strengths merged, types with 4 or more instances in the layout --
cell and count:
clkdlybuf4s50 76, nand2 47, dfrtp 37, edfxtp 21
nand3 21, o21ai 12, inv 11, clkbuf 10
nor3 7, nor2 7, nor2b 6, nand2b 6
ha 6, a21oi 5, o31ai 4, clkinv 4
-- per-layer routing --
metal | GRT usage | vias up | wire, um
met5 | 0 | - | 0
li1 | - | 995 | -
met1 | 0.216 | 967 | 2630
met3 | 0.0308 | 8 | 433
met4 | 0.0211 | 0 | 92
met2 | 0.218 | 82 | 2620
-- worst paths after layout --
path                                      to  slack [ns]  depth (start not counted)
max                        latched_is_branch        1.20                          1
min                                mem_write        0.46                          2
max reg2reg                       t_state[1]        1.28                          6
min reg2reg                        mem_write        0.46                          2
max in group asynchronous           state[0]        1.90                          3
min in group asynchronous           state[3]        0.83                          3
-- cell type report --
| class | instances | share of cell area |
|---|---|---|
| repair buffers | 79 | 0.215 |
| well taps | 105 | 0.0360 |
| flip-flops and latches | 59 | 0.434 |
| inverters | 11 | 0.0113 |
| clock inverters | 6 | 0.0154 |
| multi-input cells | 156 | 0.253 |
| clock buffers | 10 | 0.0350 |
-- power by group through the flow --
stage	registers, mW	logic [mW]	clock network, mW
6_report	1.27	1.06	0.664
5_1_grt	1.32	1.22	0.732
4_1_cts	1.27	1.07	0.692
Power is estimated from default activity; no workload was simulated.
